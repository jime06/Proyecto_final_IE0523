===== config.mk =====
export PLATFORM = sky130hd
export DESIGN_NAME = generador_mdio
export DESIGN_NICKNAME = generador_mdio
export VERILOG_FILES = /design/flow/design.v
export SDC_FILE = /design/flow/constraint.sdc
export NUM_CORES = 4
export LEC_CHECK = 1
export CORE_AREA = 10 10 83 83
export DIE_AREA = 0 0 93 93

===== constraint.sdc =====
current_design generador_mdio

set clk_period 3.2
set clk_io_pct 0.2

create_clock -name clk0 -period $clk_period [get_ports {clk}]

set non_clock_inputs [all_inputs -no_clocks]
set_input_delay [expr $clk_period * $clk_io_pct] -clock clk0 $non_clock_inputs
set_output_delay [expr $clk_period * $clk_io_pct] -clock clk0 [all_outputs]

===== design.v =====
module generador_mdio (
    input clk,reset, mdio_start, mdio_in,
    input [31:0] t_data,
    output mdc, mdio_out, mdio_oe,
    output reg [15:0] rd_data,
    output reg data_rdy
);
localparam INICIO = 3'b001;
localparam LECTURA = 3'b010;
localparam ESCRITURA = 3'b100;
reg [1:0] clk_count;
reg [4:0] bit_count, next_bit_count;
reg [2:0] state, next_state;
reg mdio_out, mdio_oe;
wire write;  
reg mdc_anterior;
wire posedge_mdc;  
wire trans_finalizada;
reg [15:0] next_dato_rec;
always @ (posedge clk) begin  
    if (reset) begin
        clk_count <= 2'b00;
        state <= INICIO;
        mdc_anterior <= 0;
        bit_count <= 5'h00;
        rd_data <= 16'h0000;
    end
    else begin
        clk_count <= clk_count + 1;
        state <= next_state;
        mdc_anterior <= mdc;
        bit_count <= next_bit_count;
        rd_data <= next_dato_rec;
    end
end
always @ (*) begin
    next_state = state;
    next_bit_count = bit_count;
    mdio_out = t_data[bit_count];
    next_dato_rec = rd_data;
    mdio_oe = 0;
    case (state)
    INICIO: begin
        if (mdio_start & posedge_mdc) begin
            next_bit_count = bit_count + 1;
            mdio_oe = 1;
        end
        if (mdio_start & write & posedge_mdc)
            next_state = ESCRITURA;
        else if (mdio_start & !write & posedge_mdc)
            next_state = LECTURA;
    end
    ESCRITURA: begin
        mdio_oe = 1;
        if(trans_finalizada)
            next_state = INICIO;
        if (posedge_mdc)
            next_bit_count = bit_count + 1;
    end
    LECTURA: begin
        mdio_oe = (bit_count < 16);
        if(trans_finalizada)
            next_state = INICIO;
            data_rdy = 1;
        if (posedge_mdc)
            next_bit_count = bit_count + 1;
        if(mdio_oe)
              rd_data = 32'b0110010101010101;
    end
    endcase
end
assign mdc = clk_count[1];  
assign write = ~t_data[29] & t_data[28];  
assign posedge_mdc = mdc & ~mdc_anterior;
assign trans_finalizada = (bit_count == 5'h1F);
endmodule

===== run.sh =====
#!/bin/bash
# OpenROAD 26Q1-2900-gdf79404cd8, Yosys 0.63+post, stock flow scripts
make -C /OpenROAD-flow-scripts/flow DESIGN_CONFIG=/design/flow/config.mk WORK_HOME=/design/flow/orfs finish

==> impl_metrics.yaml <==
# yosys + openroad results
power:
  p_per_area_mw_per_mm2: 285
  p_leak_nw: 0.503
  power.total_mw: 0.380
  ir_worst_vdd_mv: 0.310
placement:
  place.gp.congestion: 0.744
  dp_hpwl_um: 2140
  dp_slack_ps: -25.3
  io_buffers: 37
  dpl.cell_count: 203
  placed_area_mm2: 0.00130
drt:
  routed_wl_um: 2550
  routedWlPerCell_um: 12.3
  firstDrtPassIters: 3
  route.detailed.drc: 0
  ant_nets: 0
  drt_iter0_drc: 25
  via_per_inst: 3.83
  vias: 792
  n_antenna_cell: 0
finish:
  seq_area_um2: 220
  drive_above_1_share_pct: 6.57
  syn_to_final_growth_pct: 44.6
  finalNonFillerCells: 207
  fill_cells: 572
  design_area_mm2: 0.00134
  final_core_util_pct: 26.0
  comb_area_um2: 588
final_timing:
  worst_pin_slew_ps: 669
  rsz0062_at_grt: "false"
  drv_slew: 0
  fin_ws_ps: 178
  finalCriticalPeriod_ps: 3020
  setup-tns-final_ps: 0
  fmax_mhz: 331
  fin_worst_skew_ps: 1.07
  setup_viol: 0
  post-route-period-util_pct: 94.4
  relSlewSlack_pct: 55.3
  hold_viol_final: 0
  worst_hold_slack_ps: 442
logic_synthesis:
  synthDistinctLibCells: 31
  flop_cell: "dfxtp_1"
  synthArstFlopShare_pct: 0
  syn_inst: 101
  ys_top_cells_by_area: "dfxtp_1, buf_4, mux4_1, mux2i_1, xnor2_1"
  ys_cells: 101
  edf_count: 0
  yosys_area_um2: 923
  netlist_area_um2: 923
  ys_warn_count: 33
  ys_seq_share_pct: 23.8
  top_area_share_pct: 23.8
  most_common_cell: "buf_4"
  top_area_cell: "dfxtp_1"
  common_cells: "buf_4, dfxtp_1, nor2_1"
  ys_ff: 11
  syn_avg_cell_area_um2: 9.14
global_routing:
  antenna_found_initial: 0
  grt_pass1_wl_um: 3980
  grt_remaining_overflow: 0
  grt_max_degree: 16
  grt_pass1_vias: 827
  grt_use_total_pct: 5.73
die:
  die_width_um: 93
  ios: 56
  core_area_mm2: 0.00514
  die_height_um: 93
  initial_utilization_pct: 18.0
  num_rows: 26
  chipArea_mm2: 0.00865
cts:
  cts_max_level: 1
  root_buffer: "clkbuf_8"
  cts_made_buffers: 3
  path_clk_slew_ps: 50
  clockBufferDepth: 2
  postCtsSetupRepairBufs: 0
  cts_tree: "built"
  holdBufCountCts: 0
  clk_latency_ps: 230
  cts.sinks: 11
job:
  warnings: 26
  max-cap-violations: 0
setup_path:
  crit_path_end_kind: "primary output"
  crit_arrival_ps: 2380
  crit_fanout: 2
  crit_required_ps: 2560
  cp-start-kind: "primary input"
  path_class: "primary input to primary output"
status:
  status: "finished clean"
worst_hold_path:
  hp-class: "flip-flop to flip-flop"
-- layer usage --
layer | share of wire (%) | wire length (um) | GRT usage, % | up-vias
li1 | - | - | - | 401
met1 | 55 | 1410 | 8.72 | 352
met2 | 38 | 981 | 8.00 | 37
met3 | 6.1 | 155 | 2.02 | 2
met4 | 0.24 | 6 | 0.129 | 0
met5 | 0 | 0 | 0 | -
-- power breakdown --
part | internal [mW] | total [mW] | switching, mW | leakage, nW
registers | 0.144 | 0.152 | 0.00799 | 0.0896
clock network | 0.0872 | 0.136 | 0.0484 | 0.0228
logic | 0.0672 | 0.0927 | 0.0255 | 0.391
-- kinds of logic (layout without fill, tap and decap cells) --
logic type | Yosys count | count (layout) | synth area share (%)
AND/OR/NAND/NOR | 29 | 29 | 16.7
buffers and inverters | 25 | 46 | 18.2
AND-OR/OR-AND | 16 | 16 | 12.3
multiplexers | 12 | 12 | 21.7
flip-flops | 11 | 11 | 23.8
XOR/XNOR | 4 | 4 | 3.79
adder cells (fa/ha/maj) | 2 | 2 | 2.71
other | 2 | 17 | 0.813
-- area by class of cell --
class	instances	area share (%)
multi-input cells	80	44.0
repair buffers	39	28.7
flip-flops and latches	11	16.5
well taps	70	6.56
clock buffers	4	3.37
inverters	3	0.843
-- sequential cells by signal, summed over array words and instances, names as in the netlist --
register	flops
bit_count	5
clk_count	2
mdc_anterior	1
state	3
-- final timing paths --
path | start | endpoint | slack, ps | cells past startpoint
setup / recovery | t_data[28] | mdio_out | 180 | 6
hold / removal | clk_count[0] | clk_count[0] | 440 | 1
setup reg to reg | bit_count[1] | bit_count[4] | 1480 | 5
hold reg to reg | clk_count[0] | clk_count[0] | 440 | 1
-- cell usage in the layout, fill, tap and decap left out, types with 4 or more instances in the layout --
cell type / netlist / layout
clkdlybuf4s50_1: 0 / 35
conb_1: 2 / 17
dfxtp_1: 11 / 11
nor2_1: 9 / 9
mux2i_1: 5 / 5
nand3b_1: 4 / 4
nand2_1: 4 / 4
xnor2_1: 4 / 4
-- worst max-delay path, stage by stage --
cell,delay (ps)
clkdlybuf4s50_1,440
mux4_2,470
and3_1,190
a311oi_1,250
a32oi_1,130
dlygate4sd2_1,270
-- what timing repair did --
action                     CTS  global route
hold endpoints to repair     0             0
gates resized                3             0
setup endpoints to repair    1             0
Power and IR drop assume default switching activity.
